$ cat flow/design.v
`timescale 1 ns / 1ps
module InstrMem (
    input [31:0] cur_pc,
    output reg [31:0] instruction
);
    reg [7:0] rom[311:0];
    integer i;
    initial begin
        for(i=0;i<511;i=i+1)begin
            rom[i] = 8'b0000_0000;
        end
        {rom[3],rom[2],rom[1],rom[0]} = 32'b00011001001100000000001010010011;
        {rom[7],rom[6],rom[5],rom[4]} = 32'b00000000000000000000000000010011;
        {rom[11],rom[10],rom[9],rom[8]} = 32'b00000000000000000000000000010011;
        {rom[15],rom[14],rom[13],rom[12]} = 32'b00000000010100101000001100110011;
        {rom[19],rom[18],rom[17],rom[16]} = 32'b00000000000000000000000000010011;
        {rom[23],rom[22],rom[21],rom[20]} = 32'b00000000000000000000000000010011;
        {rom[27],rom[26],rom[25],rom[24]} = 32'b01000000011000000000001110110011;
        {rom[31],rom[30],rom[29],rom[28]} = 32'b00000000011000101111111000110011;
        {rom[35],rom[34],rom[33],rom[32]} = 32'b00000000001000000000111000010011;
        {rom[39],rom[38],rom[37],rom[36]} = 32'b00000000000000000000000000010011;
        {rom[43],rom[42],rom[41],rom[40]} = 32'b00000000000000000000000000010011;
        {rom[47],rom[46],rom[45],rom[44]} = 32'b00000001110000110001001100110011;
        {rom[51],rom[50],rom[49],rom[48]} = 32'b00000000000000000000000000010011;
        {rom[55],rom[54],rom[53],rom[52]} = 32'b00000000000000000000000000010011;
        {rom[59],rom[58],rom[57],rom[56]} = 32'b00000000011000111110001110110011;
        {rom[63],rom[62],rom[61],rom[60]} = 32'b00000000000000000000000000010011;
        {rom[67],rom[66],rom[65],rom[64]} = 32'b00000000000000000000000000010011;
        {rom[71],rom[70],rom[69],rom[68]} = 32'b01110011001000111111111010010011;
        {rom[75],rom[74],rom[73],rom[72]} = 32'b00000000000000000000000000010011;
        {rom[79],rom[78],rom[77],rom[76]} = 32'b00000000000000000000000000010011;
        {rom[83],rom[82],rom[81],rom[80]} = 32'b00000000010111101101111010010011;
        {rom[87],rom[86],rom[85],rom[84]} = 32'b00000000000000000000000000010011;
        {rom[91],rom[90],rom[89],rom[88]} = 32'b00000000000000000000000000010011;
        {rom[95],rom[94],rom[93],rom[92]} = 32'b00000001110000111101001110110011;
        {rom[99],rom[98],rom[97],rom[96]} = 32'b00000000000000000000000000010011;
        {rom[103],rom[102],rom[101],rom[100]} = 32'b00000000000000000000000000010011;
        {rom[107],rom[106],rom[105],rom[104]} = 32'b00000001000000111001001110010011;
        {rom[111],rom[110],rom[109],rom[108]} = 32'b00000000000000000000000000010011;
        {rom[115],rom[114],rom[113],rom[112]} = 32'b00000000000000000000000000010011;
        {rom[119],rom[118],rom[117],rom[116]} = 32'b01000001110000111101001110110011;
        {rom[123],rom[122],rom[121],rom[120]} = 32'b00000000011000101001100001100011; 
        {rom[127],rom[126],rom[125],rom[124]} = 32'b00000000000000000000000000010011;
        {rom[131],rom[130],rom[129],rom[128]} = 32'b00000000000000000000000000010011;
        {rom[135],rom[134],rom[133],rom[132]} = 32'b00000000000000000000001110110011;
        {rom[139],rom[138],rom[137],rom[136]} = 32'b00000010000000111000100001100011;
        {rom[143],rom[142],rom[141],rom[140]} = 32'b00000000000000000000000000010011;
        {rom[147],rom[146],rom[145],rom[144]} = 32'b00000000000000000000000000010011;
        {rom[151],rom[150],rom[149],rom[148]} = 32'b00000011110100111101001001100011;
        {rom[155],rom[154],rom[153],rom[152]} = 32'b00000000000000000000000000010011;
        {rom[159],rom[158],rom[157],rom[156]} = 32'b00000000000000000000000000010011;
        {rom[163],rom[162],rom[161],rom[160]} = 32'b00000000000000111000001010110011;
        {rom[167],rom[166],rom[165],rom[164]} = 32'b00000000000000000000000000010011;
        {rom[171],rom[170],rom[169],rom[168]} = 32'b00000000000000000000000000010011;
        {rom[175],rom[174],rom[173],rom[172]} = 32'b00000001110100111100100001100011;
        {rom[179],rom[178],rom[177],rom[176]} = 32'b00000000000000000000000000010011;
        {rom[183],rom[182],rom[181],rom[180]} = 32'b00000000000000000000000000010011;
        {rom[187],rom[186],rom[185],rom[184]} = 32'b00000000000000000000001010110011;
        {rom[191],rom[190],rom[189],rom[188]} = 32'b00000000010100111001110001100011;
        {rom[195],rom[194],rom[193],rom[192]} = 32'b00000000000000000000000000010011;
        {rom[199],rom[198],rom[197],rom[196]} = 32'b00000000000000000000000000010011;
        {rom[203],rom[202],rom[201],rom[200]} = 32'b00000000010100111000100001100011;
        {rom[207],rom[206],rom[205],rom[204]} = 32'b00000000000000000000000000010011;
        {rom[211],rom[210],rom[209],rom[208]} = 32'b00000000000000000000000000010011;
        {rom[215],rom[214],rom[213],rom[212]} = 32'b00000000000000000000001100110011;
        {rom[219],rom[218],rom[217],rom[216]} = 32'b00000001110100110100110001100011;
        {rom[223],rom[222],rom[221],rom[220]} = 32'b00000000000000000000000000010011;
        {rom[227],rom[226],rom[225],rom[224]} = 32'b00000000000000000000000000010011;
        {rom[231],rom[230],rom[229],rom[228]} = 32'b00000001110000110101100001100011;
        {rom[235],rom[234],rom[233],rom[232]} = 32'b00000000000000000000000000010011;
        {rom[239],rom[238],rom[237],rom[236]} = 32'b00000000000000000000000000010011;
        {rom[243],rom[242],rom[241],rom[240]} = 32'b00000000000000000000111000110011;
        {rom[247],rom[246],rom[245],rom[244]} = 32'b00000000000000000000111010110011;
        {rom[251],rom[250],rom[249],rom[248]} = 32'b00000001100000000000000011101111;
        {rom[255],rom[254],rom[253],rom[252]} = 32'b00000000000000000000000000010011;
        {rom[259],rom[258],rom[257],rom[256]} = 32'b00000000000000000000000000010011;
        {rom[263],rom[262],rom[261],rom[260]} = 32'b00000010011100101000100001100011;
        {rom[267],rom[266],rom[265],rom[264]} = 32'b00000000000000000000000000010011;
        {rom[271],rom[270],rom[269],rom[268]} = 32'b00000000000000000000000000010011;
        {rom[275],rom[274],rom[273],rom[272]} = 32'b00000000010100010010000000100011;
        {rom[279],rom[278],rom[277],rom[276]} = 32'b00000000011000010000001000100011;
        {rom[283],rom[282],rom[281],rom[280]} = 32'b00000000000000010010111010000011;
        {rom[287],rom[286],rom[285],rom[284]} = 32'b00000000010000010000111010000011;
        {rom[291],rom[290],rom[289],rom[288]} = 32'b00000000010000010100111010000011;
        {rom[295],rom[294],rom[293],rom[292]} = 32'b00000000000000001000000001100111;
        {rom[299],rom[298],rom[297],rom[296]} = 32'b00000000000000000000000000010011;
        {rom[303],rom[302],rom[301],rom[300]} = 32'b00000000000000000000000000010011;
        {rom[307],rom[306],rom[305],rom[304]} = 32'b00000000000000000000000010110011;
        {rom[311],rom[310],rom[309],rom[308]} = 32'b00000000000000000000001110110011;
    end
    always@(*)
        instruction = {rom[cur_pc + 3], rom[cur_pc + 2], rom[cur_pc + 1], rom[cur_pc]};
endmodule
$ cat flow/constraint.sdc
current_design InstrMem

set clk_period 8.5
set clk_io_pct 0.2

create_clock -name clk0 -period $clk_period

set non_clock_inputs [all_inputs -no_clocks]
set_input_delay [expr $clk_period * $clk_io_pct] -clock clk0 $non_clock_inputs
set_output_delay [expr $clk_period * $clk_io_pct] -clock clk0 [all_outputs]
$ cat flow/config.mk
export PLATFORM = sky130hd
export DESIGN_NAME = InstrMem
export DESIGN_NICKNAME = InstrMem
export VERILOG_FILES = /design/flow/design.v
export SDC_FILE = /design/flow/constraint.sdc
export NUM_CORES = 4
export LEC_CHECK = 1
export CORE_UTILIZATION = 40
$ cat flow/run.sh
#!/bin/bash
# OpenROAD 26Q1-2900-gdf79404cd8, Yosys 0.63+post, stock flow scripts
make -C /OpenROAD-flow-scripts/flow DESIGN_CONFIG=/design/flow/config.mk WORK_HOME=/design/flow/orfs finish
==> flow_summary.json <==
{
  "yosys_warnings": 1,
  "routabilityCongestion": 1.05,
  "hpwl_mm": 31.9,
  "finalClockPeriodUsage_pct": 88.5,
  "area_growth_pct": 4.13,
  "p_sw_uw": 517,
  "hold_violations": 0,
  "cp.arrival_ps": 5820,
  "syn_avg_cell_area_um2": 5.98,
  "netlist_instances": 1605,
  "fp_util_pct": 40.9,
  "total_power_uw": 770,
  "ys_chip_area_mm2": 0.00960,
  "core-area_mm2": 0.0235,
  "grt_pass1_wl_mm": 73.9,
  "seqCellArea_um2": 0,
  "path_cells": "buf_2 -> ha_2 -> inv_1 -> ha_1 -> buf_4 -> inv_1 -> nor3_1 -> o21ai_0 -> o31ai_1 -> o32ai_1 -> o21ai_0 -> o311a_1 -> clkdlybuf4s50_1",
  "p_seq_share_pct": 0,
  "grt_setup_unrepaired": "no",
  "post_cts_buffers": 0,
  "antenna_left": 0,
  "worst_setup_path_start_kind": "input pin",
  "warning_count": 75,
  "clock_buffers": 0,
  "hold_class": "input pin to primary output",
  "cp-endpoint": "instruction[9]",
  "grt_max_degree": 69,
  "p_sw_share_pct": 67.1,
  "end_kind": "primary output",
  "tightestPinTransition_ps": 1030,
  "seq_cells": 0,
  "maxCapViolCount": 0,
  "p_leak_nw": 3.23,
  "die_x_um": 157,
  "diodes": 0,
  "path_max_fanout": 22,
  "fin_tns_setup_ps": 0,
  "drt_wl_total_mm": 48.1,
  "rows": 56,
  "ys_cells": 1605,
  "grt_pass1_vias": 12300,
  "slew_headroom_pct": 30.8,
  "drt_iter0_drc": 2560,
  "cpPeakStageDelay_ps": 660,
  "fin_crit_ps": 7520,
  "p_int_uw": 253,
  "chipHeight_um": 157,
  "wl_per_cell_um": 26.3,
  "vias": 13800,
  "pin_count": 64,
  "combPwrFrac_pct": 100.0,
  "crit_start": "cur_pc[0]",
  "ir_drop_uv": 37.1,
  "powerDensity_mw_per_mm2": 77.1,
  "chipArea_mm2": 0.0246,
  "drc": 0,
  "status": "complete, no violations",
  "viasPerCell": 7.52,
  "syn_area_mm2": 0.00960,
  "maxSlewViolCount": 0,
  "drive_above_1_share_pct": 7.61,
  "cts-resized-gates": 0,
  "cts_hold_buf": 0,
  "yosys.stat.seqShare_pct": 0,
  "critPathKind": "input pin to primary output",
  "port_buffers": 41,
  "setup_viol": 0,
  "fmax_mhz": 133,
  "clkPwrFrac_pct": 0,
  "dr.pass1.iters": 7,
  "cp.required_ps": 6800,
  "grt_use_total_pct": 39.0,
  "yosysUniqueCellTypes": 87,
  "grt.overflow.total": 0,
  "worst_path_max_delay_cell": "nor3_1",
  "antenna_found_initial": 0
}
-- cells in the final DEF, fill, tap and decap left out, drive strengths merged, types with 11 or more instances in the layout --
master	n
a211oi	34
a21oi	156
a221oi	27
a22oi	20
a311oi	12
a31oi	36
a32oi	17
and2	13
buf	70
clkdlybuf4s50	35
ha	24
inv	13
mux2i	19
nand2	202
nand2b	19
nand3	67
nand4	15
nor2	147
nor2b	22
nor3	46
nor4	11
o2111ai	13
o211ai	54
o21ai	134
o221ai	13
o22ai	37
o311ai	24
o31ai	13
o32ai	13
or3	11
xnor2	36
-- critical path, delay by kind of cell --
| kind | cells | cell delay [ps] |
|---|---|---|
| AND/OR/NAND/NOR | 1 | 660 |
| buffers and inverters | 5 | 1660 |
| AND-OR/OR-AND | 5 | 930 |
| adder cells (fa/ha/maj) | 2 | 840 |
-- layout make-up --
class	count	area (um2)
multi-input combinational	1389	8660
tap	319	399
timing repair buffer	105	868
inverter	18	67.6
fill	2507	13500
-- layer usage --
| layer | GRT usage [%] | part of all wire (%) | up-vias | wire [um] |
|---|---|---|---|---|
| met4 | 18.5 | 5.4 | 0 | 2610 |
| met1 | 54.4 | 39 | 6184 | 18500 |
| met5 | 0 | 0 | - | 0 |
| li1 | - | - | 6019 | - |
| met3 | 10.7 | 15 | 263 | 7410 |
| met2 | 55.0 | 41 | 1304 | 19500 |
-- metrics by stage --
step	hold slack [ps]	cell area (um2)	instances	util, %	setup WS [ps]
detailed placement	4420	10000	1831	42.6	1070
global route	4480	10000	1831	42.6	739
global placement	4420	10000	1831	42.6	1040
finish	4450	10000	1831	42.6	979
floorplan	3680	9600	1605	-	2060
CTS	4420	10000	1831	42.6	1070
-- logic make-up after synthesis --
logic type	count (synthesis)	share of synthesized area [%]
compound gates	710	50.4
simple gates	587	28.3
buf+inv	216	10.3
xor+xnor	44	5.17
fa+ha+maj	26	3.34
mux	22	2.45
-- Yosys cell counts, types with 7 or more instances --
master	count	area [um2]
mux2i_1	19	190
a2111oi_0	8	70.1
a21oi_1	155	776
a22oi_1	20	150
nor2_1	144	541
o21ai_0	133	666
o41ai_1	7	61.3
nor3_1	45	225
o311ai_0	21	184
nand2b_1	19	119
inv_1	12	45.0
a211oi_1	34	255
buf_4	13	97.6
a31oi_1	36	225
o31ai_1	13	97.6
xnor2_2	8	130
buf_1	15	56.3
xor2_1	7	61.3
and2_1	13	81.3
buf_2	79	395
and3_1	10	62.6
clkbuf_1	87	327
a211o_1	10	87.6
nor4_1	11	68.8
o32ai_1	13	114
a311oi_1	12	105
or3_1	11	68.8
o22ai_1	37	231
or2_2	7	43.8
nand2_1	201	754
o31a_1	8	70.1
ha_1	24	300
a32oi_1	17	149
o221ai_1	12	105
nand3_1	66	330
nor2b_1	22	138
nand4_1	15	93.8
a221oi_1	27	236
o211ai_1	54	405
xnor2_1	26	228
o2111ai_1	13	114
-- power by group through the flow --
stage / Sequential [mW] / Clock [mW] / Combinational (mW)
finish: 0 / 0 / 0.770
global route: 0 / 0 / 0.813
CTS: 0 / 0 / 0.734
-- worst min-delay path by stage --
stage                     start              to  slack [ps]  depth (start not counted)
after CTS             cur_pc[3]  instruction[1]        4420                          4
after global routing  cur_pc[3]  instruction[1]        4480                          4
final                 cur_pc[3]  instruction[1]        4450                          4
Power and IR drop assume default switching activity.
