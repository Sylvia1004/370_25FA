[flow/design.v]
`timescale 1 ns / 1 ps
module RegFile(
    input clk,
    input [4:0] rs1,
    input [4:0] rs2,
    input [4:0] rd_wb,
    input [31:0] write_reg_data,
    input reg_write,
    output [31:0] rs1_data,
    output [31:0] rs2_data,
    output [31:0] ra,
    output [31:0] t0, 
    output [31:0] t1,
    output [31:0] t2,
    output [31:0] t3,
    output [31:0] t4
);
    integer i;
    reg [31:0] registers [31:0];
    initial begin
        for(i = 0; i < 32; i++)
            registers[i] = 32'b0;
    end 
    always@(posedge clk) begin
        if(rd_wb != 5'b0 && reg_write)
            registers[rd_wb] = write_reg_data;
    end
    assign rs1_data = registers[rs1];
    assign rs2_data = registers[rs2];
    assign ra = registers[1];
    assign t0 = registers[5];
    assign t1 = registers[6];
    assign t2 = registers[7];
    assign t3 = registers[28];
    assign t4 = registers[29];
endmodule
[flow/run.sh]
#!/bin/bash
# OpenROAD 26Q1-2900-gdf79404cd8, Yosys 0.63+post, stock flow scripts
make -C /OpenROAD-flow-scripts/flow DESIGN_CONFIG=/design/flow/config.mk WORK_HOME=/design/flow/orfs finish
[flow/config.mk]
export PLATFORM = sky130hd
export DESIGN_NAME = RegFile
export DESIGN_NICKNAME = RegFile
export VERILOG_FILES = /design/flow/design.v
export SDC_FILE = /design/flow/constraint.sdc
export NUM_CORES = 4
export LEC_CHECK = 1
export CORE_UTILIZATION = 30
[flow/constraint.sdc]
current_design RegFile

set clk_period 9.3
set clk_io_pct 0.2

create_clock -name clk0 -period $clk_period [get_ports {clk}]

set non_clock_inputs [all_inputs -no_clocks]
set_input_delay [expr $clk_period * $clk_io_pct] -clock clk0 $non_clock_inputs
set_output_delay [expr $clk_period * $clk_io_pct] -clock clk0 [all_outputs]
==> flow_summary.yaml <==
# generated from flow reports
run_status:
  status: "finished clean"
finish:
  fill_cells: 15080
  design_area_mm2: 0.05806
  syn_to_final_growth_pct: 18.99
  largest_reg_flops: 1024
  drive_gt1_share_pct: 8.794
floorplanning:
  io_pins: 305
  core_util_floorplan_pct: 30.32
  die_h_um: 405.3
  chip_area_mm2: 0.1643
  rows: 147
  fp.dieW_um: 405.3
  core_area_mm2: 0.1609
detailed_routing:
  drtIter0Drc: 2094
  n_antenna_cell: 0
  firstDrtPassIters: 7
  ant_nets: 0
  route.vias.total: 31790
  route.detailed.drc: 0
  vias_per_cell: 5.336
  drt-total-wl_mm: 169.0
  wl_per_cell_um: 28.36
cts:
  cts_resized: 0
  cts-root-buf: "clkbuf_16"
  cts.sinks: 1024
  cts_tree: "done"
  hold_buffers: 0
  cts_buffers: 110
  cts_max_level: 3
  cts_buffer_depth: 3
  clkSlewWorstSetupHoldPaths_ps: 60
  post-cts-setup-buffers: 0
timing:
  post-route-min-period_ps: 7317
  slew_viol_final: 0
  post-route-period-util_pct: 78.67
  worst_slew_pin_slew_ps: 893.1
  rsz0062_at_grt: "no"
  finalSetupViolations: 0
  tns_ps: 0
  fmax_mhz: 136.7
  hold_viol_final: 0
  relSlewSlack_pct: 40.00
place:
  place_congestion: 0.8799
  hpwl_mm: 104.5
  io_buffers: 304
  placed_cell_area_mm2: 0.05447
critical_path:
  start_kind: "input port"
  path_delay_family: "buffers and inverters"
  path_class: "input port to output port"
  worst_path_largest_cell_delay_ps: 680
  crit_chain: "clkdlybuf4s50_1 -> and2_4 -> buf_12 -> a22o_1 -> nor3_1 -> a31oi_1 -> nand3_1 -> clkdlybuf4s50_1"
  cp_common_cell: "clkdlybuf4s50_1"
  end_kind: "output port"
  crit_buf_inv: 3
  cp.arrival_ps: 5460
  critical_path.max_fanout: 62
  required_ps: 7440
  worst_path_max_delay_cell: "and2_4"
grt:
  grt_max_degree: 95
  grtUsageTotal_pct: 21.57
  grt_overflow: 0
  grt_pass1_wl_mm: 237.5
  grt_pass1_vias: 32590
  antenna_found_initial: 12
logic_synthesis:
  avgSynthCellArea_um2: 14.41
  ys_cells: 3386
  yosys_area_mm2: 0.04879
  yosysWarnings: 1
  syn_area_mm2: 0.04879
  synth_cell_types: 24
  synth_flops: 1024
  ys_seq_share_pct: 63.02
  syn_inst: 3386
job:
  openroad.warnings: 26
  maxCapViolCount: 0
pwr:
  vdd_drop_max_v: 0.0001405
  total_power_mw: 10.53
  leakagePower_nw: 21.06
  power_density_mw_per_mm2: 181.3
worst_hold_path:
  hp-class: "input port to flip-flop"
[synth_stat cells]
cell type / n / area [um^2]
clkbuf_1: 80 / 300.3
nor3_1: 64 / 320.3
a31oi_1: 64 / 400.4
mux2i_1: 1024 / 10250
clkbuf_4: 4 / 30.03
nand2_1: 195 / 732.0
buf_2: 65 / 325.3
nand2b_1: 4 / 25.02
nor2b_1: 4 / 25.02
buf_6: 45 / 506.7
nor2_1: 34 / 127.6
a22oi_1: 192 / 1441
a22o_1: 128 / 1121
and2_1: 2 / 12.51
buf_1: 10 / 37.54
nand3_1: 194 / 970.9
conb_1: 1 / 3.750
or2_2: 2 / 12.51
or3_1: 1 / 6.260
nand3b_1: 5 / 37.54
or3b_2: 3 / 26.28
buf_4: 49 / 367.9
edfxtp_1: 1024 / 30750
a21oi_1: 192 / 960.9
[cells by family (layout without fill, tap and decap cells)]
kind of cell           count (synthesis)  after routing  share of synthesized area, %
AND-OR/OR-AND                        576            576                         8.042
buffers and inverters                253            634                         3.213
flip-flops                          1024           1024                         63.02
multiplexers                        1024           1024                         21.01
other                                  1             32                      0.007686
AND/OR/NAND/NOR                      508            508                         4.706
[stage by stage]
step / util, % / cells / setup WS (ps) / hold slack, ps
4_1_cts: 36.08 / 5958 / 2043 / 1908
3_3_place_gp: 33.85 / 5750 / 2036 / 2675
5_1_grt: 36.08 / 5958 / 1838 / 1964
2_1_floorplan: - / 3417 / 4521 / 1959
6_report: 36.08 / 5958 / 1983 / 1963
3_5_place_dp: 33.85 / 5750 / 2048 / 2678
[placed cells by master, fill, tap and decap left out, drive strengths merged, types with 64 or more instances in the layout]
cell type,instances
clkdlybuf4s50,302
nand3,194
a31oi,64
clkbuf,131
buf,124
edfxtp,1024
a21oi,192
mux2i,1024
a22o,128
a22oi,192
nor3,64
nand2,195
[per-layer routing]
layer / up-vias / global-route usage, % / wire [um]
met5: - / 1.100 / 325
met4: 24 / 4.432 / 4130
met3: 252 / 17.03 / 30690
met2: 1827 / 29.20 / 70670
met1: 15680 / 27.46 / 63170
li1: 14010 / - / -
[cell type report]
type	count	area [um^2]	share of cell area (%)
Sequential cell	1024	30750	52.96
Multi-Input combinational cell	2140	16870	29.07
Timing Repair Buffer	426	4144	7.138
Clock buffer	131	2895	4.987
Tap cell	2160	2703	4.655
Clock inverter	77	691.9	1.192
[power by group]
part,switching [mW],internal (mW)
clock network,1.89,2.46
registers,0.0326,5.15
logic,0.630,0.375
total,2.55,7.98
[final timing paths]
check             slack [ps]         endpoint               from  cells after the start
setup / recovery        1980     rs2_data[10]             rs2[2]                      8
hold / removal          1960  registers[7][9]  write_reg_data[9]                      2
Power figures rest on the tool's default switching activity, not on a simulated workload.
