==> flow/run.sh <==
#!/bin/bash
# OpenROAD 26Q1-2900-gdf79404cd8, Yosys 0.63+post, stock flow scripts
make -C /OpenROAD-flow-scripts/flow DESIGN_CONFIG=/design/flow/config.mk WORK_HOME=/design/flow/orfs finish
==> flow/config.mk <==
export PLATFORM = sky130hd
export DESIGN_NAME = DataMem
export DESIGN_NICKNAME = DataMem
export VERILOG_FILES = /design/flow/design.v
export SDC_FILE = /design/flow/constraint.sdc
export NUM_CORES = 4
export LEC_CHECK = 1
export CORE_UTILIZATION = 40
==> flow/constraint.sdc <==
current_design DataMem

set clk_period 23.1
set clk_io_pct 0.2

create_clock -name clk0 -period $clk_period [get_ports {clk}]

set non_clock_inputs [all_inputs -no_clocks]
set_input_delay [expr $clk_period * $clk_io_pct] -clock clk0 $non_clock_inputs
set_output_delay [expr $clk_period * $clk_io_pct] -clock clk0 [all_outputs]
==> flow/design.v <==
`timescale 1 ns / 1 ps
module DataMem(
    input clk,
    input [31:0] address,
    input [31:0] store_data,
    input mem_read,
    input mem_write,
    input [3:0] func3,
    output reg [31:0] load_data
);
    reg [7:0] data_memory [127:0];
    integer i;
    initial begin
        for (i = 0; i < 128; i++) 
            data_memory[i] = 0;
    end
    always@(posedge clk) begin
        if(mem_write && !mem_read) begin
            case(func3)
                4'b1000: 
                    data_memory[address] <= store_data[7:0];
                4'b0000: 
                    data_memory[address] <= store_data[7:0];
                4'b1010: 
                    {data_memory[address+3], data_memory[address+2], data_memory[address+1], data_memory[address]} <= store_data;
                4'b0010: 
                    {data_memory[address+3], data_memory[address+2], data_memory[address+1], data_memory[address]} <= store_data;
                default:
                    {data_memory[address+3], data_memory[address+2], data_memory[address+1], data_memory[address]} <= store_data;
            endcase
        end
        else if(mem_read && !mem_write) begin
            case(func3)
                4'b1000: 
                    begin
                        if(load_data[7] == 1)begin
                            load_data[31:8] <= 24'b111111111111111111111111;
                            load_data[7:0] <= data_memory[address];
                        end
                        else begin
                            load_data[31:8] <= 24'b000000000000000000000000;
                            load_data[7:0] <= data_memory[address];
                        end
                    end
                4'b0000: 
                    begin
                        if(load_data[7] == 1)begin
                            load_data[31:8] <= 24'b111111111111111111111111;
                            load_data[7:0] <= data_memory[address];
                        end
                        else begin
                            load_data[31:8] <= 24'b000000000000000000000000;
                            load_data[7:0] <= data_memory[address];
                        end
                    end
                4'b1010: 
                    load_data <= {data_memory[address+3], data_memory[address+2], data_memory[address+1], data_memory[address]};
                4'b0010: 
                    load_data <= {data_memory[address+3], data_memory[address+2], data_memory[address+1], data_memory[address]};
                4'b1100: 
                    begin
                        load_data[31:8] <= 24'b000000000000000000000000;
                        load_data[7:0] <= data_memory[address];
                    end
                4'b0100: 
                    begin
                        load_data[31:8] <= 24'b000000000000000000000000;
                        load_data[7:0] <= data_memory[address];
                    end
                default:
                    load_data <= {data_memory[address+3], data_memory[address+2], data_memory[address+1], data_memory[address]};
            endcase
        end 
    end
endmodule
==> results_slide.txt <==
Implementation Results

Synth
  – Post-Syn Area: 103000 um^2
  – Ys async rst share: 0%
  – Synth Instances: 10.0k
  – Chip Area, Yosys: 103000 um^2
  – Post-Syn Area per Cell: 10.2 um^2
  – Yosys cell count: 10.0k
  – Yosys warning tally: 1
  – Post-synth cell types: 77
  – Synth Seq Share: 30.8%
  – #FFs+latches synth: 1056
  – Main flop type: edfxtp_1
  – Post-synth EDFFs: 1056

Clock tree
  – CTS tree: built
  – Post-CTS Setup Bufs: 0
  – Cts hold-fix bufs: 0
  – CTS Root Cell: clkbuf_16
  – Clk pin slew, worst setup/hold paths: 60 ps
  – CTS Buffer Depth: 3
  – Post-cts resize count: 0
  – Clock latency on the worst-skew pair: 850 ps
  – CTS H-tree lvls: 4
  – TritonCTS Sinks: 1056
  – Num CTS Buffers: 140

Timing
  – Worst Tran Pin Value: 1600 ps
  – Min Tclk post-route: 10930 ps
  – # setup viols final: 0
  – Count of pins over their slew limit: 2
  – Worst rel slew slack: -6.86%
  – Final setup margin: 12170 ps
  – Worst Skew: 43.3 ps
  – Unrepaired setup endpoints after global routing: false
  – Hold Vio Cnt, Final: 0
  – Max Freq: 0.0915 GHz
  – Final period util: 47.3%
  – Fin Setup TNS: 0 ps

Setup path
  – CP startpoint kind: primary input
  – Worst EP required: 23610 ps
  – Slowest CP cell: mux4_2
  – Crit Path Category: primary input to flip-flop
  – Worst path top cell family by delay: buffers and inverters
  – Slowest stage delay, CP: 610 ps
  – Max FO, Critical Path: 93
  – Worst Setup End Kind: flip-flop
  – Crit path cell chain: buf_8, buf_4, ha_1, xor2_4, buf_12, buf_12, buf_4, buf_4, buf_4, mux4_2, mux4_2, o2111ai_1, a21oi_1, or3_1
  – Worst path most repeated cell: buf_4
  – WP buf/inv: 7
  – Worst EP arrival: 11440 ps

Pwr
  – Leakage: 41.8 nW
  – Worst VDD drop: 0.0000874 V
  – PwrDens: 55.2 nW/um^2
  – Power Total: 6.21 mW

Finish
  – Design area: 112000 um^2
  – Share of cells above drive strength 1: 25.7%
  – Filler Cell Count: 23.1k
  – P&R area growth vs syn: 9.36%

Floorplan
  – Die W: 509 um
  – Chip Height: 509 um
  – Core box area: 255000 um^2
  – Boundary Pins: 103
  – Total die size: 259000 um^2
  – Rows: 185
  – Initial Utilization: 40.3%

Drt
  – DRC violations left: 0
  – DRT Pass-1 Iters: 10
  – Detail Route Antenna Nets: 0
  – Post-DR vias/cell: 7.35
  – Avg WL per Cell: 47.0 um
  – Final wirelength: 622 mm
  – DRT iter0 DRCs: 12.4k
  – Via count: 97.4k

GRT
  – Largest net degree at the start of global routing: 94
  – Total GRT Usage: 50.6%
  – First-pass GRT wire length: 825 mm
  – Initial antenna violation count: 98
  – Vias in the first global route: 91.2k
  – Grt total ovfl: 0

Run status
  – Status: complete, but fails checks
  – Failing checks: capacitance limit, slew limit

Placed design
  – IO Port Bufs: 76
  – Dpl hpwl: 421 mm
  – Place WS: 11500 ps
  – Placed Area: 108000 um^2
  – Final Wtd Congestion: 1.15

Flow run
  – Stage-log warning count: 57
  – Max_cap viols: 1

Min path
  – Hold Crit Class: flip-flop to flip-flop
==> cell families after synthesis <==
logic type	Yosys count	synth area share, %
DFF	1056	30.8
buffers and inverters	1117	4.66
adders and majority gates	6	0.0730
and+or+nand+nor	3157	13.1
muxes	2727	38.7
AOI/OAI and AO/OA	1948	12.4
xor gates and xnor gates	20	0.225
==> worst register-to-register path, cell delays in order, from the launching register on <==
cell and delay, ps:
edfxtp_1 480, mux4_2 520, nor2b_1 150, a211oi_1 920
a311oi_1 100, a21oi_1 990, a2111oi_0 380, or3_1 600
==> flip-flops by register name (all words and copies together) (netlist names) <==
signal and count:
data_memory 1024, load_data 32
==> per-stage QoR <==
step	hold WS [ps]	utilization, %	instances
final	1180	44.1	13248
after global routing	1250	44.0	13155
after CTS	1160	44.0	13126
after detailed placement	1150	42.2	12877
after global placement	1160	42.2	12877
after floorplan	694	-	10031
==> report_power, final <==
| part | switching (mW) | internal [mW] | leakage [nW] |
|---|---|---|---|
| registers | 0.0300 | 2.14 | 9.51 |
| clock network | 0.979 | 1.30 | 2.23 |
| logic | 1.23 | 0.531 | 30.1 |
| total | 2.24 | 3.97 | 41.8 |
==> cells in the final DEF (no fill, tap or decap), types with 259 or more instances in the layout <==
cell / n
nor2_1: 824
mux2_2: 650
a21oi_1: 259
a211oi_1: 416
nand2_1: 1600
nand3_1: 361
mux2i_1: 1144
o21ai_0: 436
edfxtp_1: 1056
mux4_2: 933
a21o_1: 385
buf_4: 498
==> cell type report <==
type	count	area (um^2)	area share (%)
Clock inverter	76	798	0.710
Antenna cell	122	305	0.272
Clock buffer	173	3750	3.34
Multi-Input combinational cell	7858	66700	59.3
Inverter	6	36.3	0.0323
Tap cell	3366	4210	3.75
Timing Repair Buffer	591	4900	4.36
Sequential cell	1056	31700	28.2
==> per-layer routing <==
| layer | global-route usage, % | part of all wire (%) |
|---|---|---|
| met2 | 64.7 | 40 |
| met3 | 38.2 | 19 |
| met4 | 37.9 | 9.8 |
| met5 | 11.5 | 0.47 |
| met1 | 55.8 | 31 |
==> final timing paths <==
kind                       from            end  slack (ps)  cells past startpoint
min          data_memory[46][4]  load_data[28]        1180                      5
max                  address[0]  load_data[12]       12170                     14
max reg2reg  data_memory[15][3]  load_data[19]       18630                      7
min reg2reg  data_memory[46][4]  load_data[28]        1180                      5
==> cell usage after synthesis (10+ instances only) <==
cell type / n / area share (%)
mux2_2: 650 / 7.1
nand3_1: 363 / 1.8
mux2i_1: 1144 / 11
nor3_1: 37 / 0.18
a31oi_1: 86 / 0.52
nand2_2: 29 / 0.18
o21ai_1: 92 / 0.45
nand2_1: 1608 / 5.9
or3_1: 36 / 0.22
buf_2: 268 / 1.3
o22ai_1: 27 / 0.16
nand3b_1: 13 / 0.095
and3_1: 13 / 0.079
buf_4: 65 / 0.47
nor2b_1: 31 / 0.19
a22oi_1: 22 / 0.16
nand4_1: 84 / 0.51
a21o_1: 385 / 2.8
clkbuf_1: 709 / 2.6
a32oi_1: 79 / 0.67
edfxtp_1: 1056 / 31
nor2_2: 20 / 0.12
a21oi_1: 259 / 1.3
nor2_1: 839 / 3.1
o211ai_1: 33 / 0.24
nor2_4: 46 / 0.50
mux4_2: 933 / 20
buf_1: 66 / 0.24
a211oi_1: 416 / 3.0
o2111ai_1: 43 / 0.37
a311oi_1: 10 / 0.085
o21ai_0: 437 / 2.1
Power figures rest on the tool's default switching activity, not on a simulated workload.
